$ cat /design/flow/run.sh
#!/bin/bash
# OpenROAD 26Q1-2900-gdf79404cd8, Yosys 0.63+post, stock flow scripts
make -C /OpenROAD-flow-scripts/flow DESIGN_CONFIG=/design/flow/config.mk WORK_HOME=/design/flow/orfs finish
$ cat /design/flow/config.mk
export PLATFORM = sky130hd
export DESIGN_NAME = CLK_2_MODULE
export DESIGN_NICKNAME = CLK_2_MODULE
export VERILOG_FILES = /design/flow/design.v
export SDC_FILE = /design/flow/constraint.sdc
export NUM_CORES = 4
export LEC_CHECK = 1
export CORE_UTILIZATION = 50
$ cat /design/flow/constraint.sdc
current_design CLK_2_MODULE

set clk_period 15.9
set clk_io_pct 0.2

create_clock -name clk0 -period $clk_period [get_ports {clk}]

set non_clock_inputs [all_inputs -no_clocks]
set_input_delay [expr $clk_period * $clk_io_pct] -clock clk0 $non_clock_inputs
set_output_delay [expr $clk_period * $clk_io_pct] -clock clk0 [all_outputs]
$ cat /design/flow/design.v
module CLK_1_MODULE (
    clk,
    rst_n,
    in_valid,
	in_row,
    in_kernel,
    out_idle,
    handshake_sready,
    handshake_din,
    flag_handshake_to_clk1,
    flag_clk1_to_handshake,
	fifo_empty,
    fifo_rdata,
    fifo_rinc,
    out_valid,
    out_data,
    flag_clk1_to_fifo,
    flag_fifo_to_clk1
);
input clk;
input rst_n;
input in_valid;
input [17:0] in_row;
input [11:0] in_kernel;
input out_idle;
output reg handshake_sready;
output reg [29:0] handshake_din;
input  flag_handshake_to_clk1;
output flag_clk1_to_handshake;
input fifo_empty;
input [7:0] fifo_rdata;
output fifo_rinc;
output reg out_valid;
output reg [7:0] out_data;
output flag_clk1_to_fifo;
input flag_fifo_to_clk1;
enum logic [2:0] {
    IDLE = 3'd0,
    READ = 3'd1,
    TRAN = 3'd2
    } current_state, next_state;
integer i, j;
reg [2:0] cnt, tran_M_cnt, tran_K_cnt;
reg [17:0] Matrix_row [0:5];
reg [11:0] Kernel [0:5];
reg fifo_empty_q ;
reg fifo_empty_qq;
always @(posedge clk or negedge rst_n) begin
	if(!rst_n) current_state <= IDLE;
	else current_state <= next_state;
end
always @(*) begin
	case(current_state)
		IDLE: begin
			if(in_valid) next_state = READ;
			else next_state = current_state;
		end
        READ: begin
            if(cnt > 5) next_state = TRAN;
            else next_state = READ;
        end
        TRAN: begin
            if(tran_K_cnt > 5) next_state = IDLE;
            else next_state = TRAN;
        end
        default: next_state = IDLE;
    endcase
end
always@(posedge clk) begin
    if(in_valid) begin 
        Matrix_row[cnt] <= in_row;
        Kernel[cnt] <= in_kernel;
    end
end
always @(posedge clk or negedge rst_n) begin
    if(!rst_n) cnt <= 0;
    else begin
        if(in_valid) cnt <= cnt + 1;
        else if(current_state == IDLE) cnt <= 0;
    end
end
always @(*) begin
    handshake_sready = (cnt != 6) ? 1'b0 : out_idle;
end
always@(posedge clk or negedge rst_n) begin
    if(!rst_n) tran_M_cnt <= 0;
    else begin
        if(next_state == TRAN) begin 
            if(handshake_sready && (tran_M_cnt < 6)) tran_M_cnt <= tran_M_cnt + 1;
            else tran_M_cnt <= tran_M_cnt;
        end
        else tran_M_cnt <= 0;
    end
end
always@(posedge clk or negedge rst_n) begin
    if(!rst_n) tran_K_cnt <= 0;
    else begin
        if(current_state == TRAN) begin
            if (handshake_sready && tran_M_cnt == 6) tran_K_cnt <= tran_K_cnt + 1;
            else tran_K_cnt <= tran_K_cnt;      
        end
        else tran_K_cnt <= 0;
    end
end
always@(posedge clk or negedge rst_n) begin
    if(!rst_n) handshake_din <= 0;
    else if(handshake_sready && next_state == TRAN) handshake_din <= (tran_M_cnt < 6) ? Matrix_row[tran_M_cnt] : Kernel[tran_K_cnt];
end
assign fifo_rinc = (!fifo_empty) ? 1 : 0;
always @(posedge clk or negedge rst_n) begin
    if(!rst_n) fifo_empty_q <= 1;
    else fifo_empty_q <= fifo_empty;
end
always @(posedge clk or negedge rst_n) begin
    if(!rst_n) fifo_empty_qq <= 1;
    else fifo_empty_qq <= fifo_empty_q;
end
always @(posedge clk or negedge rst_n) begin
    if(!rst_n)begin
        out_valid <= 0 ;
        out_data <= 0 ;
    end else begin
        if(!fifo_empty_qq) begin
            out_valid <= 1'b1 ;
            out_data <= fifo_rdata ;
        end
        else begin
            out_valid <= 0 ;
            out_data <= 0 ;
        end
    end
end
endmodule
module CLK_2_MODULE (
    clk,
    rst_n,
    in_valid,
    fifo_full,
    in_data,
    out_valid,
    out_data,
    busy,
    flag_handshake_to_clk2,
    flag_clk2_to_handshake,
    flag_fifo_to_clk2,
    flag_clk2_to_fifo
);
input clk;
input rst_n;
input in_valid;
input fifo_full;
input [29:0] in_data;
output reg out_valid;
output reg [7:0] out_data;
output reg busy;
input  flag_handshake_to_clk2;
output flag_clk2_to_handshake;
input  flag_fifo_to_clk2;
output flag_clk2_to_fifo;
enum logic [2:0] {
    IDLE = 3'd0,
    STORE = 3'd1,
    CONV = 3'd2,
    WRITE = 3'd3
    } current_state, next_state;
integer i, j;
reg in_valid_q;
reg in_valid_pulse;
reg [2:0] store_M_cnt;
reg [2:0] store_K_cnt;
reg [2:0] Matrix[0:5][0:5];
reg [2:0] Kernel[0:5][0:3];
reg [5:0] mult[0:3];
reg [7:0] add_4mult;
reg [2:0] conv_M_cnt_r, conv_M_cnt_c;
reg [2:0] conv_K_cnt;
reg [7:0] ans[0:149];
reg [7:0] ans_cnt;
reg [8:0] cnt_write;
always @(posedge clk or negedge rst_n) begin
	if(!rst_n) current_state <= IDLE;
	else current_state <= next_state;
end
always@(*) begin 
    case (current_state)
        IDLE: begin
            if(in_valid) next_state = STORE;
            else next_state = IDLE;
        end
        STORE: begin
            if(store_K_cnt == 6) next_state = CONV;
            else next_state = STORE;
        end
        CONV: begin
            if(ans_cnt == 150) next_state = WRITE;
            else next_state = CONV;
        end
        WRITE: begin
            if(cnt_write == 150) next_state = IDLE;
            else next_state = WRITE;
        end
        default: next_state = IDLE;
    endcase
end
always @(posedge clk or negedge rst_n) begin
    if(!rst_n) busy <= 0;
    else if(store_K_cnt == 6 && cnt_write != 150) busy <= 1;
    else if(cnt_write == 150 && !fifo_full) busy <= 0;
end
always @(posedge clk or negedge rst_n) begin
    if(!rst_n) in_valid_q <= 0;
    else in_valid_q <= in_valid;
end
always @(posedge clk or negedge rst_n) begin
    if(!rst_n) in_valid_pulse <= 0 ;
    else if(!in_valid) in_valid_pulse <= (in_valid ^ in_valid_q) ;
end
always@(posedge clk or negedge rst_n) begin
    if(!rst_n) store_M_cnt <= 0;
    else begin
        if(current_state == STORE && in_valid_pulse && (store_M_cnt < 6)) store_M_cnt <= store_M_cnt + 1;
        else if(current_state == IDLE) store_M_cnt <= 0;
    end
end
always@(posedge clk or negedge rst_n) begin
    if(!rst_n) store_K_cnt <= 0;
    else begin
        if(current_state == STORE && in_valid_pulse && store_M_cnt == 6 && store_K_cnt < 6) store_K_cnt <= store_K_cnt + 1;
        else if(current_state == IDLE) store_K_cnt <= 0;
    end
end
always@(posedge clk or negedge rst_n) begin
    if(!rst_n) begin
        for(i=0; i<6; i=i+1) begin
            Matrix[i][0] <= 0;
            Matrix[i][1] <= 0;
            Matrix[i][2] <= 0;
            Matrix[i][3] <= 0;
            Matrix[i][4] <= 0;
            Matrix[i][5] <= 0;
        end
    end
    else if(current_state == IDLE) begin
        for(i=0; i<6; i=i+1) begin
            Matrix[i][0] <= 0;
            Matrix[i][1] <= 0;
            Matrix[i][2] <= 0;
            Matrix[i][3] <= 0;
            Matrix[i][4] <= 0;
            Matrix[i][5] <= 0;
        end
    end
    else if(in_valid && current_state == STORE) begin
        Matrix[store_M_cnt][0] <= in_data[2:0];
        Matrix[store_M_cnt][1] <= in_data[5:3];
        Matrix[store_M_cnt][2] <= in_data[8:6];
        Matrix[store_M_cnt][3] <= in_data[11:9];
        Matrix[store_M_cnt][4] <= in_data[14:12];
        Matrix[store_M_cnt][5] <= in_data[17:15];
    end
end
always@(posedge clk or negedge rst_n)begin
    if(!rst_n) begin
        for(i=0; i<6; i=i+1) begin 
            Kernel[i][0] <= 0;
            Kernel[i][1] <= 0;
            Kernel[i][2] <= 0;
            Kernel[i][3] <= 0;
        end
    end
    else if(current_state == IDLE) begin
        for(i=0; i<6; i=i+1) begin 
            Kernel[i][0] <= 0;
            Kernel[i][1] <= 0;
            Kernel[i][2] <= 0;
            Kernel[i][3] <= 0;
        end
    end
    else if(in_valid && current_state == STORE) begin
        Kernel[store_K_cnt][0] <= in_data[2:0];
        Kernel[store_K_cnt][1] <= in_data[5:3];
        Kernel[store_K_cnt][2] <= in_data[8:6];
        Kernel[store_K_cnt][3] <= in_data[11:9];
    end
end
always @(posedge clk or negedge rst_n) begin
    if(!rst_n) conv_M_cnt_r <= 0;
    else if(current_state == IDLE) conv_M_cnt_r <= 0;
    else if(current_state == CONV && conv_M_cnt_r == 4 && conv_M_cnt_c == 4) conv_M_cnt_r <= 0;
    else if(current_state == CONV && conv_M_cnt_c == 4) conv_M_cnt_r <= conv_M_cnt_r + 1;
end
always @(posedge clk or negedge rst_n) begin
    if(!rst_n) conv_M_cnt_c <= 0;
    else if(current_state == IDLE) conv_M_cnt_c <= 0;
    else if(current_state == CONV && conv_M_cnt_c == 4) conv_M_cnt_c <= 0;
    else if(current_state == CONV) conv_M_cnt_c <= conv_M_cnt_c + 1;
end
always @(posedge clk or negedge rst_n) begin
    if(!rst_n) conv_K_cnt <= 0;
    else if(current_state == IDLE) conv_K_cnt <= 0;
    else if(current_state == CONV && conv_M_cnt_r == 4 && conv_M_cnt_c == 4) conv_K_cnt <= conv_K_cnt + 1;
end
always @(posedge clk) begin
    if(current_state == IDLE) begin
        for(i=0 ; i<4; i=i+1) begin
            mult[i] <= 0;
        end
    end
    else if(current_state == CONV) begin
        mult[0] <= Matrix[conv_M_cnt_r][conv_M_cnt_c] * Kernel[conv_K_cnt][0];
        mult[1] <= Matrix[conv_M_cnt_r][conv_M_cnt_c+1] * Kernel[conv_K_cnt][1];
        mult[2] <= Matrix[conv_M_cnt_r+1][conv_M_cnt_c] * Kernel[conv_K_cnt][2];
        mult[3] <= Matrix[conv_M_cnt_r+1][conv_M_cnt_c+1] * Kernel[conv_K_cnt][3];
    end
end
always @(posedge clk or negedge rst_n) begin
    if(!rst_n) ans_cnt <= 0;
    else if(conv_K_cnt == 0 && conv_M_cnt_r == 0 && conv_M_cnt_c == 0) ans_cnt <= 0;
    else ans_cnt <= ans_cnt + 1;
end
always @(posedge clk or negedge rst_n) begin
    if(!rst_n) begin
        for(i=0; i<150; i=i+1) begin
            ans[i] <= 0;
        end
    end
    else if(current_state == CONV) ans[ans_cnt] <= (mult[0] + mult[1]) + (mult[2] + mult[3]);
end
always @(posedge clk or negedge rst_n) begin
    if(!rst_n) cnt_write <= 0;
    else if(current_state == CONV) cnt_write <= 0;
    else if(current_state == WRITE && cnt_write < 150 && !fifo_full) cnt_write <= cnt_write + 1;
    else cnt_write <= cnt_write;
end
always @(*) begin
    if(!rst_n) out_valid = 0;
    else begin
        if (current_state == WRITE && cnt_write < 150 && !fifo_full) out_valid = 1 ;
        else out_valid = 0;
    end
end
always @(*) begin
    if(!rst_n) out_data = 0;
    else begin
        if(current_state == WRITE && cnt_write < 150 && !fifo_full) out_data = ans[cnt_write];
        else out_data = 0;
    end
end
endmodule
==> reports/results.tsv <==
metric	value	unit
outcome	finished, violations left	
violations	max-slew violations	
edf_count	0	
top_area_share	49.4	%
worstMarginPinSlew	1630	ps
initCoreUtil	50.6	%
top_cells_by_count	nand2_1, dfrtp_1, o21ai_0	
p_sw_share	42.7	%
antenna_found_initial	22	
ys_seq_elements	1443	
cpLargestDelayFamily	simple AND/OR/NAND/NOR gates	
ir_drop	0.275	mV
p_sw	5.36	mW
ctsResizeCount	0	
p_comb_share	33.5	%
grt_pass1_vias	62900	
groute.usage.overall	50.7	%
via_per_inst	6.85	
cp-end-kind	output port	
internal-power	7.20	mW
fin_crit	9670	ps
top_cells_by_area	dfrtp_1, nand2_1, o21ai_0	
hold_buffers	0	
final.setup.tns	0	ps
clk_pin_slew	60	ps
critPathSlowestCell	a22oi_1	
fmax	103	MHz
die.size.y	381	microns
setup_violations	0	
yosys.area.top_type	dfrtp_1	
critPathKind	register to output port	
routabilityCongestion	1.13	
path_max_fanout	19	
fin_skew	61.0	ps
hold_class	register to register	
yosysWarnings	7	
yosysSeqAreaShare	50.1	%
relSlewSlack	-8.58	%
async_flop_share	98.3	%
clock_path_buffers	3	
io_buffers	31	
hpwl	238	mm
syn2layout_area_growth	12.3	%
placementRows	138	
finalCritPeriodShare	60.8	%
cts_root_buf	clkbuf_16	
avgSynthCellArea	9.44	sq um
postLayoutCoreUtil	56.8	%
power_frac_clock	30.9	%
firstDrtPassIters	8	
cts_tree	done	
clk_latency	830	ps
grt_max_degree	120	
max_stage_delay	800	ps
crit_chain	inv_1 -> ha_1 -> nand2_1 -> nor2_4 -> buf_4 -> a22oi_1 -> o22ai_1 -> a21oi_1 -> nand4_1 -> or4_1 -> nor4_1 -> a31oi_1 -> clkdlybuf4s50_1	
slew_violations	1	
wl	349	mm
p_per_area	156	nW/um^2
dieWidth	381	microns
required	12720	ps
finalHoldViolations	0	
ys_types	96	
p_leak	34.9	nW
core-area	142000	sq um
layout-drive-gt1-share	13.8	%
worstSetupStartpointType	register	
seqPwrFrac	35.6	%
via_count	65300	
cts_sinks	1443	
post_cts_buffers	0	
cap_violations	0	
drc	0	
syn_area	71900	sq um
initialDrtViolationCount	6799	
overflow	0	
cts_buffers	157	
yosysCellCount	7614	
num_io_pins	48	
rsz0062_at_grt	no	
wl_per_cell	36.5	microns
grt_pass1_wl	490	mm
netlist_instances	7614	
cp.arrival	6490	ps
ys.flop_type	dfrtp_1	
most_common_cell	nand2_1	
yosys_area	71900	sq um
htreeDepth	4	
warning_count	93	
ant_nets	0	
crit_buf_inv	3	
die_area	145000	sq um
-- power groups by stage --
stage	registers (mW)	logic (mW)	clock network, mW
4_1_cts	4.43	4.08	3.89
6_report	4.47	4.21	3.88
5_1_grt	4.45	4.40	4.04
-- cell usage in the layout (no fill, tap or decap), types with 61 or more instances in the layout --
master	instances
nand2_1	1553
dfrtp_1	1414
o21ai_0	1071
buf_4	361
a22oi_1	336
mux2_2	324
nor2_1	278
a21oi_1	238
clkbuf_16	158
mux2i_1	155
nand3_1	154
a22o_1	111
o22ai_1	110
a32oi_1	104
o31ai_1	85
a221oi_1	84
ha_1	71
nand4_1	61
a31oi_1	61
-- path summary, 6_finish.rpt --
path | start | endpoint | slack (ps) | cells past startpoint
setup / recovery | cnt_write[0] | out_data[5] | 6230 | 13
setup reg to reg | conv_M_cnt_r[0] | mult[2][4] | 8440 | 20
min in group asynchronous | rst_n | ans[133][6] | 2230 | 1
hold / removal | ans[25][3] | ans[25][3] | 480 | 2
hold reg to reg | ans[25][3] | ans[25][3] | 480 | 2
max in group asynchronous | rst_n | ans[88][1] | 9820 | 6
-- final cells by class --
class | count | area [sq um]
Clock buffer | 223 | 4550
Inverter | 59 | 221
Multi-Input combinational cell | 5441 | 33400
Fill cell | 12100 | 61400
Antenna cell | 22 | 55.1
Clock inverter | 68 | 967
Sequential cell | 1443 | 36000
Timing Repair Buffer | 398 | 3160
Tap cell | 1890 | 2360
-- worst register-to-register path: stages, from the launching register on --
cell and delay (ps):
dfrtp_1 780, inv_1 260, ha_1 570, xnor2_1 520, inv_1 110, fa_1 550, xnor3_1 540, nand4_1 320
a21oi_2 540, o21a_1 230, a211oi_2 40, buf_4 210, or4_1 850, and3_1 300, fa_1 480, ha_1 160
inv_1 60, fa_1 430, xnor2_1 220, mux2i_1 120, nor2_1 130
-- cell families (layout without fill, tap and decap cells) --
logic type / count (synthesis) / after routing / share of synthesized area, %
mux: 485 / 485 / 7.43
fa+ha+maj: 101 / 101 / 2.03
other cells: 1 / 24 / 0.00522
simple gates: 2344 / 2344 / 13.9
buf+inv: 731 / 748 / 3.89
compound gates: 2462 / 2462 / 21.9
xor+xnor: 47 / 47 / 0.676
flops: 1443 / 1443 / 50.1
-- layer usage --
metal	global-route usage (%)	up-vias	wire, microns
met1	62.8	32100	119000
met3	26.0	1380	49000
met2	67.9	4406	144000
met5	1.42	-	294
met4	39.4	10	37000
li1	-	27500	-
-- state kept, by name, indices dropped and copies added (netlist names), 3 cells and up --
register and flops:
current_state 4, conv_M_cnt_c 3, store_M_cnt 3, ans_cnt 8, Kernel 72, Matrix 108
conv_K_cnt 3, mult 24, ans 1200, cnt_write 9, store_K_cnt 3, conv_M_cnt_r 3
-- metrics by stage --
| step | total power [mW] | instances | setup slack [ps] | area, sq um | hold slack [ps] |
|---|---|---|---|---|---|
| 6_report | 12.6 | 9544 | 6230 | 80700 | 476 |
| 5_1_grt | 12.9 | 9523 | 6410 | 80600 | 493 |
| 4_1_cts | 12.4 | 9521 | 6560 | 80600 | 480 |
| 3_5_place_dp | 8.56 | 9230 | 6770 | 75100 | 466 |
| 3_3_place_gp | 8.53 | 9230 | 6800 | 75100 | 459 |
| 2_1_floorplan | 6.53 | 7615 | 8440 | 71900 | 444 |
Power figures rest on the tool's default switching activity, not on a simulated workload.
