### flow/run.sh
#!/bin/bash
# OpenROAD 26Q1-2900-gdf79404cd8, Yosys 0.63+post, stock flow scripts
make -C /OpenROAD-flow-scripts/flow DESIGN_CONFIG=/design/flow/config.mk WORK_HOME=/design/flow/orfs finish
### flow/config.mk
export PLATFORM = sky130hd
export DESIGN_NAME = BB
export DESIGN_NICKNAME = BB
export VERILOG_FILES = /design/flow/design.v
export SDC_FILE = /design/flow/constraint.sdc
export NUM_CORES = 4
export LEC_CHECK = 1
export CORE_AREA = 10 10 109 109
export DIE_AREA = 0 0 119 119
### flow/constraint.sdc
current_design BB

set clk_period 4.4
set clk_io_pct 0.2

create_clock -name clk0 -period $clk_period [get_ports {clk}]

set non_clock_inputs [all_inputs -no_clocks]
set_input_delay [expr $clk_period * $clk_io_pct] -clock clk0 $non_clock_inputs
set_output_delay [expr $clk_period * $clk_io_pct] -clock clk0 [all_outputs]
### flow/design.v
module BB(
    input clk,
    input rst_n,
    input in_valid,
    input [1:0] inning,    
    input half,            
    input [2:0] action,    
    output reg out_valid,   
    output reg [7:0] score_A,   
    output reg [7:0] score_B,   
    output reg [1:0] result     
);
enum logic[2:0] {
    IDLE =    3'd0,
    OUT_0 =   3'd1,
    OUT_1 =   3'd2,
    OUT_2 =   3'd3,
    OUTPUT =  3'd4
    } current_state,next_state;
enum logic[2:0] {
    Walk         ,
    H_1          ,
    H_2          ,
    H_3          ,
    HR           ,
    Bunt         ,
    Gb           ,
    Fb
    } action_REG;
reg [7:0] base;
reg half_reg;
reg [1:0] inning_reg;
always @(posedge clk) begin
    if(in_valid) action_REG <= action;
end
always @(posedge clk or negedge rst_n) begin
    if(!rst_n) half_reg <= 0;
    else half_reg <= half;
end
always @(posedge clk or negedge rst_n) begin
    if(!rst_n) inning_reg <= 0;
    else inning_reg <= inning;
end
always @(posedge clk or negedge rst_n) begin
    if(!rst_n) current_state <= IDLE;
    else current_state <= next_state;
end
always @(*) begin
    case(current_state)
        IDLE: begin
            if(in_valid) next_state = OUT_0;
            else next_state = IDLE;
        end
        OUT_0: begin
            case(action_REG)
                3'd5: next_state = OUT_1;
                3'd6: next_state = base[1] ? OUT_2 : OUT_1;
                3'd7: next_state = OUT_1;
                default: next_state = OUT_0;
            endcase
        end
        OUT_1: begin
            case(action_REG)
                3'd5: next_state = OUT_2;
                3'd6: next_state = base[1] ? ((half_reg && inning_reg == 3) ? OUTPUT : OUT_0) : OUT_2;
                3'd7: next_state = OUT_2;
                default: next_state = OUT_1;
            endcase
        end
        OUT_2: begin
            case(action_REG)
                3'd5: next_state = (half_reg && inning_reg == 3) ? OUTPUT : OUT_0;
                3'd6: next_state = (half_reg && inning_reg == 3) ? OUTPUT : OUT_0;
                3'd7: next_state = (half_reg && inning_reg == 3) ? OUTPUT : OUT_0;
                default: next_state = OUT_2;
            endcase
        end
        OUTPUT: begin
            next_state = IDLE;
        end
        default: next_state = IDLE;  
    endcase
end
wire change = half_reg ^ half;
wire early_run = (current_state == OUT_2) ? 1 : 0;
wire base_control = !rst_n || current_state == IDLE || change == 1;
always @(posedge clk) begin
    if(base_control) begin
        base <= 8'b0000000;
    end
    else begin
        case(action_REG)
            3'd0: begin
                base[7:5] <= 0;
                base[4] <= (base[2] && base[1]) ? base[3] : 0;
                base[3] <= (base[2] && base[1]) ? 1 : base[3];
                base[2] <= base[1] ? 1 : base[2];
                base[1] <= 1;
            end
            3'd1: begin
                base[7:6] <= 0;
                base[5] <= early_run == 0 ? 0 : base[3];
                base[4+early_run] <= base[3];
                base[3+early_run] <= base[2];
                base[2+early_run] <= base[1];
                base[1+early_run] <= (early_run) ? 0 : 1 ;
                base[0+early_run] <= (early_run) ? 1 : 0 ;
            end
            3'd2: begin
                if (early_run) begin
                    base[7] <= 0;
                    base[5+early_run] <= base[3];
                    base[4+early_run] <= base[2];
                    base[3+early_run] <= base[1];
                    base[2+early_run] <= (early_run) ? 0 : 1 ;
                    base[1+early_run] <= (early_run) ? 1 : 0 ;
                    base[0+early_run] <= 0;
                end
                else begin
                    base[7:6] <= 0;
                    base[5+early_run] <= base[3];
                    base[4+early_run] <= base[2];
                    base[3+early_run] <= base[1];
                    base[2+early_run] <= (early_run) ? 0 : 1 ;
                    base[1+early_run] <= (early_run) ? 1 : 0 ;
                    base[0+early_run] <= 0;
                end
            end
            3'd3: begin
                base[7] <= 0;
                base[6] <= base[3];
                base[5] <= base[2];
                base[4] <= base[1];
                base[3] <= 1;
                base[2] <= 0;
                base[1] <= 0;
                base[0] <= 0;
            end
            3'd4: begin
                base[7] <= base[3];
                base[6] <= base[2];
                base[5] <= base[1];
                base[4] <= 1;
                base[3] <= 0;
                base[2] <= 0;
                base[1] <= 0;
            end
            3'd5: begin
                base[7:5] <= 0;
                base[4] <= base[3];
                base[3] <= base[2];
                base[2] <= base[1];
                base[1] <= 0;
            end
            3'd6: begin
                base[7:5] <= 0;
                base[4] <= base[3];
                base[3] <= base[2];
                base[2] <= 0;
                base[1] <= 0;
            end
            3'd7: begin
                base[7:5] <= 0;
                base[4] <= base[3];
                base[3] <= 0;
            end
        endcase
    end
end
reg No_update_flag;
wire No_update_flag_control = change && (inning_reg==3) && (score_B[3:0] > score_A[3:0]);
always @(posedge clk or negedge rst_n) begin
    if(!rst_n) begin
        No_update_flag <= 0;
    end
    else if(out_valid) begin
        No_update_flag <= 0;
    end
    else if(No_update_flag_control) begin
        No_update_flag <= 1;
    end
end
reg [2:0] base_value;
always @(*) begin
    case(base[7:4])
        4'b0000: base_value = 0;
        4'b0001: base_value = 1;
        4'b0010: base_value = 1;
        4'b0011: base_value = 2;
        4'b0100: base_value = 1;
        4'b0101: base_value = 2;
        4'b0110: base_value = 2;
        4'b0111: base_value = 3;
        4'b1000: base_value = 1;
        4'b1001: base_value = 2;
        4'b1010: base_value = 2;
        4'b1011: base_value = 3;
        4'b1100: base_value = 2;
        4'b1101: base_value = 3;
        4'b1110: base_value = 3;
        4'b1111: base_value = 4;
        default: base_value = 0;
    endcase
end
wire [3:0] score_B_tmp = No_update_flag ? score_B[3:0] : score_B[3:0] + base_value;
always @(posedge clk or negedge rst_n) begin
    if(!rst_n) begin
        score_A <= 0;
        score_B <= 0;
    end
    else if(next_state != IDLE) begin
        if(half_reg) begin
            score_B[3:0] <= score_B_tmp;
        end
        else begin
            score_A[3:0] <= score_A[3:0] + base_value;
        end
    end
    else if(out_valid) begin
        score_A <= 0;
        score_B <= 0;
    end
end
always @(posedge clk or negedge rst_n) begin
    if(!rst_n) out_valid <= 0;
    else if(next_state == OUTPUT) begin
        out_valid <= 1;
    end
    else begin
        out_valid <= 0;
    end
end
always @(posedge clk or negedge rst_n) begin
    if(!rst_n) result <= 0;
    else if(score_A == score_B_tmp) begin
        result <= 2;
    end
    else if(score_A > score_B_tmp) begin
        result <= 0;
    end
    else begin
        result <= 1;
    end
end
endmodule
==> results.cfg <==
; physical design summary
[cts]
root_buffer = clkbuf_8
numClockSinks = 29
cts_buffer_depth = 2
clkLatencyLatePin_ns = 0.27
htreeDepth = 2
cts_setup_buffers = 0
cts_hold_repair.buffers = 0
cts_buffers = 5
cts_tree = done
clk_pin_slew_worst_paths_ns = 0.06
cts_resized = 0

[yosys]
ys_sh_xor_pct = 3.168
aoi_share_pct = 18.48
numSynthFlops = 29
area_leaders = dfrtp_1, ha_1, dfxtp_1
logic_family = AND-OR/OR-AND gates
synthMuxAreaShare_pct = 4.488
synth_top_area_share_pct = 25.08
ys_chip_area_um2 = 1896
synth-simple-area-share_pct = 14.65
avgSynthCellArea_um2 = 9.622
syn_area_um2 = 1896
async_flop_share_pct = 68.97
yosysWarnings = 1
synth_cell_type_count = 53
ys_sh_adder_pct = 13.33
ys_seq_share_pct = 37.56
yosysCellCount = 197
edf_count = 3
yosys.area.top_type = dfrtp_1
synth_cells = 197
synthFlopType = dfrtp_1

[drt]
drt-wirelength-per-cell_um = 11.36
drtPass1Iterations = 4
totalWireLength_um = 3932
ant_nets = 0
via_per_inst = 4.107
drt_iter0_drc = 89
diodes = 0
drc = 0
vias = 1421

[global_route]
grt_max_degree = 23
grtUsageMet3_pct = 1.918
grt-busiest-layer = met2
antenna_found_initial = 0
grt_util_met1_pct = 8.428
grtUsageTotal_pct = 5.843
overflow = 0
grt_pass1_wl_um = 7148
grt.met2_usage_pct = 8.575
grt_pass1_vias = 1443

[placement]
place.detailed.hpwl_um = 2936
port-buffer-count = 19
place.gp.congestion = 0.8492
placedCellCount = 338

[cells_and_area]
largest_registers = current_state: 5 flops, score_A: 4 flops, score_B: 4 flops
final_cell_mix = dfrtp_1, clkdlybuf4s50_1, ha_1
flop_area_um2 = 711.9
syn2layout_area_growth_pct = 20.53
largest_register_ffs = 5
top_register = current_state
final_cells = 346
fill_cells = 1053
layout-drive-gt1-share_pct = 9.390
combGateArea_um2 = 1056

[die]
chip_area_um2 = 14160
fp-utilization_pct = 19.67
chipWidth_um = 119
die_h_um = 119
rows = 36
core_um2 = 9639
ioPinCount = 28

[worst_setup_path]
worstRegToRegCells = 8
reg2reg_to = result[0]
cp_max_fo = 22
endpoint = base_value[1]
critPathRequiredTime_ns = 4.60
regToRegSetupSlack_ns = 2.13
crit-reg2reg-launch = score_B[0]
crit_type = input port to flip-flop
critPathCaptureType = flip-flop
cp.arrival_ns = 2.97
cp-startpoint = rst_n
startpoint_type = input port

[pwr]
cellLeakagePower_nw = 0.9705
peakVddDrop_uv = 179.9
power_density_nw_per_um2 = 421.6
power.total_uw = 963.2

[timing]
finalWorstPathRequiredPeriod_ns = 2.768
tns_ns = 0
tightestPinTransition_ns = 0.6057
setup_viol = 0
fin_skew_ns = 0.005652
fin_crit_sh_pct = 62.91
maxSlewHeadroom_pct = 59.62
final_hold_viol_count = 0
rsz0062_at_grt = false
drv_slew = 0
timing.fmax_ghz = 0.3612

[flow_run]
maxCapViolations = 0
warnings = 27

[status]
outcome = completed

[hold_path]
hold_class = flip-flop to flip-flop
-- stage by stage --
| stage | util, % | hold slack [ns] | worst slack [ns] | instance area (um2) |
|---|---|---|---|---|
| floorplan | - | 0.4054 | 1.977 | 1922 |
| global placement | 22.55 | 0.4252 | 1.371 | 2173 |
| detailed placement | 22.55 | 0.4270 | 1.339 | 2173 |
| CTS | 23.70 | 0.4315 | 1.619 | 2285 |
| global route | 23.70 | 0.4426 | 1.537 | 2285 |
| finish | 23.70 | 0.4284 | 1.632 | 2285 |
-- power by group --
group / switching, mW / internal, mW / leakage, nW
Clock: 0.0989 / 0.161 / 0.0566
Combinational: 0.142 / 0.169 / 0.580
Sequential: 0.0762 / 0.316 / 0.333
-- area by class of cell --
class	instances	share of cell area (%)
Clock buffer	8	4.874
Inverter	11	1.807
Multi-Input combinational cell	145	46.22
Sequential cell	29	31.16
Tap cell	133	7.284
Timing Repair Buffer	20	8.653
-- cell usage after synthesis, types with 2 or more instances --
cell type / count
buf_2: 3
inv_1: 11
buf_4: 8
dfrtp_1: 19
nor3_1: 3
clkbuf_1: 6
mux2_2: 4
edfxtp_1: 3
o22ai_1: 2
nor2_1: 13
dfxtp_1: 6
mux2i_1: 4
a211oi_1: 2
a32o_1: 2
nor2b_1: 5
ha_1: 17
a31oi_1: 3
or2_2: 2
nand2_1: 12
o2bb2ai_1: 3
o211ai_1: 4
nand3_1: 5
fa_1: 2
nand2b_1: 3
a21o_1: 3
a22o_1: 3
o21ai_0: 10
nor4_1: 2
a21oi_1: 9
o21a_1: 2
xnor2_1: 4
-- worst min path at each step --
stage | from | to | slack [ns] | cells after the start
6_report | current_state[1] | current_state[0] | 0.43 | 1
5_1_grt | current_state[1] | current_state[0] | 0.44 | 1
4_1_cts | current_state[1] | current_state[0] | 0.43 | 1
-- metal layers --
| metal | share of wire [%] | vias up |
|---|---|---|
| met3 | 5.8 | 2 |
| met4 | 0.99 | 0 |
| met2 | 43 | 34 |
| li1 | - | 718 |
| met5 | 0 | - |
| met1 | 50 | 667 |
-- critical path, stage by stage --
cell,delay [ns]
clkdlybuf4s50_1,0.46
buf_4,0.27
or3b_1,0.48
or3_4,0.44
or3_1,0.35
o211ai_1,0.08
-- logic make-up (layout without fill, tap and decap cells) --
kind of cell             Yosys count  after routing
AND-OR/OR-AND                     50             50
XOR/XNOR                           6              6
adder cells (fa/ha/maj)           19             19
buffers and inverters             30             39
flip-flops                        29             29
multiplexers                       8              8
other                              1              8
AND/OR/NAND/NOR                   54             54
Power figures rest on the tool's default switching activity, not on a simulated workload.
